**./design.v**
```verilog
module add_16 (input [15:0] in_a,
               input [15:0] in_b,
               output [15:0] out);
    wire [15:0] adder_out;
    half_adder HALFADDERA ({ in_a[0], in_b[0] }, { adder_out[0], out[0] });
    generate
    genvar i;
    for (i = 1; i<16; i++)
        full_adder FULLADDERI ({ in_a[i], in_b[i], adder_out[i - 1] }, { adder_out[i], out[i] });
        endgenerate
endmodule
module alu (in_x,
            in_y,
            zero_x,
            not_x,
            zero_y,
            not_y,
            use_add,
            should_not_output,
            out,
            not_output,
            output_is_zero);
    input [15:0] in_x, in_y;
    input zero_x, not_x, zero_y, not_y, use_add, should_not_output;
    output [15:0] out, not_output;
    output output_is_zero;
    wire [15:0] x_maybe_zeroed;
    wire [15:0] y_maybe_zeroed;
    wire [15:0] x_notted;
    wire [15:0] y_notted;
    wire [15:0] x_maybe_notted;
    wire [15:0] y_maybe_notted;
    wire [15:0] anded;
    wire [15:0] added;
    wire [15:0] anded_or_added;
    wire [15:0] notted;
    wire [15:0] final_output;
    wire output_is_non_zero;
    mux_16 ZERO_X_MUX (in_x, 16'b0, zero_x, x_maybe_zeroed);
    mux_16 ZERO_Y_MUX (in_y, 16'b0, zero_y, y_maybe_zeroed);
    not_16 NOT_16_X (x_maybe_zeroed, x_notted);
    not_16 NOT_16_Y (y_maybe_zeroed, y_notted);
    mux_16 NOT_X_MUX (x_maybe_zeroed, x_notted, not_x, x_maybe_notted);
    mux_16 NOT_Y_MUX (y_maybe_zeroed, y_notted, not_y, y_maybe_notted);
    and_16 ANDER (x_maybe_notted, y_maybe_notted, anded);
    add_16 ADDER (x_maybe_notted, y_maybe_notted, added);
    mux_16 OP_MUX (anded, added, use_add, anded_or_added);
    not_16 POST_OP_NOT (anded_or_added, notted);
    mux_16 NOT_MUX (anded_or_added, notted, should_not_output, final_output);
    not_16 OUTPUT_NOT_16 (final_output, not_output);
    is_non_zero IS_NON_ZERO (final_output, output_is_non_zero);
    not_gate IS_ZERO_NOT (output_is_non_zero, output_is_zero);
    assign out = final_output;
endmodule
module and_16 (input [15:0] in_a,
               input [15:0] in_b,
               output [15:0] out);
generate
genvar i;
for (i = 0; i<16; i++)
    and_gate AND_I (in_a[i], in_b[i], out[i]);
    endgenerate
endmodule
module and_gate (input in_a,
                input in_b,
                output out);
    wire nand_tmp;
    nand_gate NANDA (in_a, in_b, nand_tmp);
    nand_gate NANDB (nand_tmp, nand_tmp, out);
endmodule
module bit_register(input in,
                    input load,
                    input clock,
                    output out);
    wire flip_flop_out, mux_out;
    mux MUXA (flip_flop_out, in, load, mux_out);
    flip_flop FF (mux_out, clock, flip_flop_out);
    assign out = flip_flop_out;
endmodule
module counter (input [15:0] in,
                input inc,
                input load,
                input reset,
                input clock,
                output [15:0] out);
    wire [15:0] load_val, inc_val, reg_in, reg_out, inc_out;
    wire reg_load;
    mux_16 MUXA (reg_out, inc_out, inc, inc_val);
    mux_16 MUXB (inc_val, in, load, load_val);
    mux_16 MUXC (load_val, 16'b0, reset, reg_in);
    reg_16 REGA (reg_in, reg_load, clock, reg_out);
    or_3_way ORA ({ inc, load, reset }, reg_load);
    inc INCA (reg_out, inc_out);
    assign out = reg_out;
endmodule
module cpu (input [15:0] in_m,
            input [15:0] instruction,
            input reset,
            input clock,
            output [15:0] out_m,
            output [15:0] address_m,
            output [15:0] pc,
            output memory_load);
    wire [15:0] alu_out, not_alu_out, reg_a_in, reg_d_in, in_x, in_y, reg_a_out;
    wire reg_a_load, reg_d_load, alu_out_is_zero, jump_loader_out;
    reg_loader REG_LOADER_A (alu_out, instruction, reg_a_in, reg_d_in, out_m, reg_a_load, reg_d_load, memory_load);
    alu ALU_A (in_x, in_y, instruction[11], instruction[10], instruction[9], instruction[8], instruction[7], instruction[6], alu_out, not_alu_out, alu_out_is_zero);
    reg_16 REG_A (reg_a_in, reg_a_load, clock, reg_a_out);
    reg_16 REG_D (reg_d_in, reg_d_load, clock, in_x);
    mux_16 MUX_A (reg_a_out, in_m, instruction[12], in_y);
    jump_loader JUMP_LOADER_A (instruction[2], instruction[1], instruction[0], alu_out_is_zero, alu_out[15], instruction[15], jump_loader_out);
    counter COUNTER_A (reg_a_out, 1'b1, jump_loader_out, reset, clock, pc);
    assign address_m = reg_a_out;
endmodule
module flip_flop(input in,
                 input clock,
                 output reg out);
    always @(posedge clock)
    begin
        out <= in;
    end
endmodule
module full_adder (input [2:0] in,
                   output [1:0] out);
    wire a_sum, a_carry, b_carry;
    half_adder HALFADDERA (in[1:0], { a_carry, a_sum });
    half_adder HALFADDERB ({ in[2], a_sum }, { b_carry, out[0] });
    or_gate ORA (b_carry, a_carry, out[1]);
endmodule
module half_adder (input [1:0] in,
                   output [1:0] out);
    xor_gate XORA (in[1], in[0], out[0]);
    and_gate ANDA (in[1], in[0], out[1]);
endmodule
module inc (input [15:0] in,
            output [15:0] out);
    add_16 ADDER (in, 16'b1, out);
endmodule
module is_non_zero (input [15:0] in,
                    output out);
    wire or_a_out, or_b_out;
    or_8_way OR_A (in[15:8], or_a_out);
    or_8_way OR_B (in[7:0], or_b_out);
    or_gate OR_C (or_a_out, or_b_out, out);
endmodule
module jump_loader (input j1,
                    input j2,
                    input j3,
                    input is_zero,
                    input is_negative,
                    input is_c_instruction,
                    output should_jump);
wire is_not_zero, is_not_negative, is_positive, jump1, jump2, jump3, some_jump;
    not_gate NOT_A (is_zero, is_not_zero);
    not_gate NOT_B (is_negative, is_not_negative);
    and_gate AND_A (is_not_zero, is_not_negative, is_positive);
    and_gate AND_B (is_negative, j1, jump1);
    and_gate AND_C (is_zero, j2, jump2);
    and_gate AND_D (is_positive, j3, jump3);
    or_3_way OR_3 ({ jump1, jump2, jump3 }, some_jump);
    and_gate AND_E (some_jump, is_c_instruction, should_jump);
endmodule
module mux (input in_a,
            input in_b,
            input sel,
            output out);
    wire anda_out, andb_out, not_out;
    and_gate ANDA (in_a, not_out, anda_out);
    and_gate ANDB (in_b, sel, andb_out);
    not_gate NOTA (sel, not_out);
    or_gate ORA (anda_out, andb_out, out);
endmodule
module mux_16 (input [15:0] in_a,
               input [15:0] in_b,
               input sel,
               output [15:0] out);
generate
genvar i;
for (i = 0; i<16; i++)
    mux MUX_I (in_a[i], in_b[i], sel, out[i]);
    endgenerate
endmodule
module nand_gate (input in_a,
                  input in_b,
                  output out);
    wire nand_tmp;
    assign out = in_a ~& in_b;
endmodule
module not_16 (input [15:0] in,
               output [15:0] out);
    generate
    genvar i;
    for (i = 0; i<16; i++)
        not_gate NOT_I (in[i], out[i]);
    endgenerate
endmodule
module not_gate (input in,
                output out);
    nand_gate NANDA (in, in, out);
endmodule
module or_3_way (input [2:0] in,
                 output out);
    wire or_b_out;
    or_gate OR_A (or_b_out, in[2], out);
    or_gate OR_B (in[1], in[0], or_b_out);
endmodule
module or_8_way (input [7:0] in,
                 output out);
    wire or_b_out, or_c_out, or_d_out, or_e_out, or_f_out, or_g_out;
    or_gate OR_A (or_b_out, or_c_out, out);
    or_gate OR_B (or_d_out, or_e_out, or_b_out);
    or_gate OR_C (or_f_out, or_g_out, or_c_out);
    or_gate OR_D (in[7], in[6], or_d_out);
    or_gate OR_E (in[5], in[4], or_e_out);
    or_gate OR_F (in[3], in[2], or_f_out);
    or_gate OR_G (in[1], in[0], or_g_out);
endmodule
module or_gate (input in_a,
                input in_b,
                output out);
    wire not_a, not_b;
    not_gate NOTA (in_a, not_a);
    not_gate NOTB (in_b, not_b);
    nand_gate NANDA (not_a, not_b, out);
endmodule
module reg_16 (input [15:0] in,
               input load,
               input clock,
               output [15:0] out);
generate
genvar i;
for (i = 0; i<16; i++)
    bit_register BIT_I (in[i], load, clock, out[i]);
    endgenerate
endmodule
module reg_loader (input [15:0] alu_out,
                   input [15:0] instruction,
                   output [15:0] reg_a_in,
                   output [15:0] reg_d_in,
                   output [15:0] memory_in,
                   output reg_a_load,
                   output reg_d_load,
                   output memory_load);
    wire alu_out_into_reg_a, instruction_into_reg_a;
    and_gate ANDA(instruction[5], instruction[15], alu_out_into_reg_a);
    and_gate ANDB(instruction[4], instruction[15], reg_d_load);
    and_gate ANDC(instruction[3], instruction[15], memory_load);
    not_gate NOTA (instruction[15], instruction_into_reg_a);
    or_gate ORA (alu_out_into_reg_a, instruction_into_reg_a, reg_a_load);
    mux_16 MUXA (instruction, alu_out, alu_out_into_reg_a, reg_a_in);
    assign reg_d_in = alu_out;
    assign memory_in = alu_out;
endmodule
module xor_gate (input in_a,
                 input in_b,
                 output out);
    wire a_out, b_out, c_out;
    nand_gate NANDA (in_a, in_b, a_out);
    nand_gate NANDB (in_a, a_out, b_out);
    nand_gate NANDC (in_b, a_out, c_out);
    nand_gate NANDD (b_out, c_out, out);
endmodule
```
**./run.sh**
```bash
#!/bin/bash
# OpenROAD 26Q1-2900-gdf79404cd8, Yosys 0.63+post, stock flow scripts
make -C /OpenROAD-flow-scripts/flow DESIGN_CONFIG=/design/flow/config.mk WORK_HOME=/design/flow/orfs finish
```
**./config.mk**
```make
export PLATFORM = sky130hd
export DESIGN_NAME = cpu
export DESIGN_NICKNAME = cpu
export VERILOG_FILES = /design/flow/design.v
export SDC_FILE = /design/flow/constraint.sdc
export NUM_CORES = 4
export LEC_CHECK = 1
export CORE_UTILIZATION = 30
```
**./constraint.sdc**
```tcl
current_design cpu

set clk_period 16.7
set clk_io_pct 0.2

create_clock -name clk0 -period $clk_period [get_ports {clock}]

set non_clock_inputs [all_inputs -no_clocks]
set_input_delay [expr $clk_period * $clk_io_pct] -clock clk0 $non_clock_inputs
set_output_delay [expr $clk_period * $clk_io_pct] -clock clk0 [all_outputs]
```
==> Changelog: implementation <==
### Physical design

* Critical path arrival at 11.98 ns
* Max-cap violations at 0
* Fp util at 31.0%
* Setup tns final at 0 ns
* Tcrit/Tclk final at 91.7%
* Slew of the pin with the lowest slew margin at 0.828 ns
* Crit-path slowest cell: clkdlybuf4s50_1
* Root Buffer: clkbuf_16
* AND/OR/NAND/NOR Cells, Area Fraction at 18.6%
* Clk pwr share at 24.5%
* Sequential share of power at 32.6%
* CP Class: primary input to output pin
* Post-Syn Area per Cell at 10.3 µm²
* OpenROAD warning count at 25
* Core box area at 14600 µm²
* Row count at 44
* Cell total in the yosys stat output at 437
* Post-CTS Resized at 0
* Clock sink count at 48
* Worst Path Required at 13.36 ns
* Post-route cell area at 5260 µm²
* Layout cell share with drive strength beyond 1 at 14.0%
* Num CTS Buffers at 5
* Post-route ant nets at 0
* H-tree Lvls at 2
* EDFF count, synth at 32
* Wire length of the first global-routing pass at 18.3 mm
* Crit end category: output pin
* Adders+Majority by Area at 10.4%
* CP Launch Type: primary input
* Number of unique standard cell types used by synthesis at 61
* DP Area at 5090 µm²
* Top routing layer in use: met4
* HPWL after DPL at 8.61 mm
* Net Sw Frac at 31.1%
* Logic area at 2650 µm²
* Crit path largest cell delay at 0.75 ns
* Vias in the first global route at 3208
* Yosys top cell by area: edfxtp_1
* CTS Hold Bufs at 0
* Clock transition at path regs at 0.07 ns
* Wirelength per Cell at 18.0 µm
* RSZ-0062 raised after global routing: no
* 1st-iter DRT viols at 233
* Post-CTS Setup Bufs at 0
* WL met2 at 5.21 mm
* Worst Path Max Fanout at 14
* # port buffers at 82
* GR Overflow Total at 0
* Final Hold Violating Endpoints at 0
* Top non-seq family: simple AND/OR/NAND/NOR gates
* Internal at 0.329 mW
* Ant diodes at 0
* VDD IR max at 55.3 µV
* Main area contributors: edfxtp_1, buf_4, dfxtp_1
* Synth async-reset ratio at 0%
* Worst Setup Slack, final at 1.38 ns
* Via density at 5.13
* Post-synth area from yosys stat at 4520 µm²
* Worst min path class: register to register
* Top-Level Pins at 83
* Slew margin rel. at 44.8%
* XOR Share, Synth at 6.56%
* Outcome: finished, final reports clean
* Synth top area share at 21.3%
* DR WL met3 at 1.10 mm
* Post-Syn Area at 4520 µm²
* DRT Pass-1 Iters at 4
* Most frequent cell after synthesis: buf_4
* Height of the die at 125 µm
* Remaining routing DRC violations at 0
* Ys flops at 48
* Synth warn at 1
* DIE WIDTH at 125 µm
* Pwr dens at 90.9 nW/µm²
* Layout Area Growth over Synthesis at 16.4%
* Largest net degree at the start of global routing at 44
* Max Freq at 0.0653 GHz
* Top cells by count: buf_4, nand2b_1, edfxtp_1
* Final Max Slew Viols at 0
* Final setup viols at 0
* Die area at 15600 µm²
* Max clock buf depth at 2
* Initial antenna violation count at 0
* CTS tree: done
* Fin crit period at 15.32 ns
* Total Routing Usage GR at 15.4%
* DR vias at 3292
* Reg area at 1280 µm²
* Clock latency (worst-skew pair) at 0.29 ns
* Main flop type: edfxtp_1
* Routed WL at 11.5 mm
* Clk_skew at 0.00901 ns
* Fillers at 1389
* RD Place Congestion at 0.897
* AND-OR/OR-AND Cells, Area Fraction at 11.8%
* Combinational power share at 43.0%
* Pleak at 1.87 nW
* Post-synth seq share at 28.4%
* Place WS at 1.46 ns
* Mux share at 11.3%
* Most used cell, CP: fa_1
* DRT met1 WL at 5.16 mm
* Net switching power at 0.149 mW
* Synth Instances at 437
## worst paths after layout
check	startpoint	endpoint	slack, ns	depth (start not counted)
worst max-delay path	instruction[8]	out_m[15]	1.38	27
worst min-delay path	COUNTER_A.REGA.genblk1[0].BIT_I.FF.out	COUNTER_A.REGA.genblk1[0].BIT_I.FF.out	0.59	2
worst max register to register	register	COUNTER_A.REGA.genblk1[0].BIT_I.FF.out	7.44	29
worst min register to register	COUNTER_A.REGA.genblk1[0].BIT_I.FF.out	COUNTER_A.REGA.genblk1[0].BIT_I.FF.out	0.59	2
## metal layers
metal | vias up | track usage (%)
li1 | 1575 | -
met4 | 0 | 0.921
met1 | 1589 | 23.3
met5 | - | 0
met2 | 123 | 23.9
met3 | 5 | 3.85
## cell usage in the layout (no fill, tap or decap), types with 10 or more instances in the layout
cell type	count
clkdlybuf4s50_1	82
mux2_2	14
xnor2_1	29
nor2_1	15
o21ai_0	11
o311a_1	11
mux2i_1	28
nand2b_1	43
nand3b_1	26
buf_4	10
fa_1	14
edfxtp_1	32
ha_1	15
nand3_1	13
dfxtp_1	16
## stage by stage
| stage | hold WS [ns] | util [%] | power, mW | cells |
|---|---|---|---|---|
| detailed placement | 0.579 | 34.9 | 0.363 | 634 |
| floorplan | 0.538 | - | 0.304 | 437 |
| global route | 0.635 | 36.0 | 0.511 | 642 |
| global placement | 0.553 | 34.9 | 0.363 | 634 |
| finish | 0.586 | 36.0 | 0.478 | 642 |
| CTS | 0.594 | 36.0 | 0.483 | 642 |
## power groups by stage
stage	registers (mW)	logic (mW)	clock network, mW
after CTS	0.156	0.207	0.120
final	0.156	0.205	0.117
after global routing	0.158	0.227	0.126
## kinds of logic (layout without fill, tap and decap cells)
| group | count (synthesis) | in the layout |
|---|---|---|
| simple gates | 132 | 132 |
| buf+inv | 88 | 109 |
| xor+xnor | 33 | 33 |
| fa+ha+maj | 29 | 29 |
| flops | 48 | 48 |
| compound gates | 60 | 60 |
| mux | 47 | 47 |
## critical path: cells and delay by family
family / cells / cell delay [ns]
XOR/XNOR: 2 / 0.46
adder cells (fa/ha/maj): 15 / 5.82
AND/OR/NAND/NOR: 3 / 0.51
buffers and inverters: 7 / 1.82
## area by class of cell
class | instances | area share (%)
Clock buffer | 5 | 2.38
Clock inverter | 3 | 0.857
Inverter | 9 | 0.643
Multi-Input combinational cell | 301 | 50.3
Sequential cell | 48 | 24.4
Tap cell | 184 | 4.38
Timing Repair Buffer | 92 | 17.0
Power and IR drop assume default switching activity.
