`flow/run.sh`:
```
#!/bin/bash
# OpenROAD 26Q1-2900-gdf79404cd8, Yosys 0.63+post, stock flow scripts
make -C /OpenROAD-flow-scripts/flow DESIGN_CONFIG=/design/flow/config.mk WORK_HOME=/design/flow/orfs finish
```
`flow/config.mk`:
```
export PLATFORM = sky130hd
export DESIGN_NAME = mux_8_way_16
export DESIGN_NICKNAME = mux_8_way_16
export VERILOG_FILES = /design/flow/design.v
export SDC_FILE = /design/flow/constraint.sdc
export NUM_CORES = 4
export LEC_CHECK = 1
export CORE_AREA = 10 10 78 78
export DIE_AREA = 0 0 88 88
```
`flow/design.v`:
```
module and_3_way (input [2:0] in,
                  output out);
    wire and_a_out;
    and_gate ANDA (in[2], in[1], and_a_out);
    and_gate ANDB (and_a_out, in[0], out);
endmodule
module and_gate (input in_a,
                input in_b,
                output out);
    wire nand_tmp;
    nand_gate NANDA (in_a, in_b, nand_tmp);
    nand_gate NANDB (nand_tmp, nand_tmp, out);
endmodule
module mux (input in_a,
            input in_b,
            input sel,
            output out);
    wire anda_out, andb_out, not_out;
    and_gate ANDA (in_a, not_out, anda_out);
    and_gate ANDB (in_b, sel, andb_out);
    not_gate NOTA (sel, not_out);
    or_gate ORA (anda_out, andb_out, out);
endmodule
module mux_16 (input [15:0] in_a,
               input [15:0] in_b,
               input sel,
               output [15:0] out);
generate
genvar i;
for (i = 0; i<16; i++)
    mux MUX_I (in_a[i], in_b[i], sel, out[i]);
    endgenerate
endmodule
module mux_8_way_16 (input [127:0] in,
                     input [2:0] sel,
                     output [15:0] out);
    wire [7:0] sel_8_way_out;
    wire [127:0] muxes_out;
    sel_8_way SEL_A (sel, sel_8_way_out);
    or_funnel_8_way_16 OR_FUNNEL (muxes_out, out);
    generate
    genvar i;
    for (i = 0; i<8; i++)
        mux_16 MUX_I (16'b0, in[16 * i+:16], sel_8_way_out[i], muxes_out[16 * i+:16]);
        endgenerate
endmodule
module nand_gate (input in_a,
                  input in_b,
                  output out);
    wire nand_tmp;
    assign out = in_a ~& in_b;
endmodule
module not_gate (input in,
                output out);
    nand_gate NANDA (in, in, out);
endmodule
module or_16 (input [15:0] in_a,
              input [15:0] in_b,
              output [15:0] out);
generate
genvar i;
for (i = 0; i<16; i++)
    or_gate OR_I (in_a[i], in_b[i], out[i]);
    endgenerate
endmodule
module or_funnel_8_way_16 (input [127:0] in,
                           output [15:0] out);
    wire [15:0] or_b_out, or_c_out, or_d_out, or_e_out, or_f_out, or_g_out;
    or_16 OR_A (or_b_out, or_c_out, out);
    or_16 OR_B (or_d_out, or_e_out, or_b_out);
    or_16 OR_C (or_f_out, or_g_out, or_c_out);
    or_16 OR_D (in[127:112], in[111:96], or_d_out);
    or_16 OR_E (in[95:80], in[79:64], or_e_out);
    or_16 OR_F (in[63:48], in[47:32], or_f_out);
    or_16 OR_G (in[31:16], in[15:0], or_g_out);
endmodule
module or_gate (input in_a,
                input in_b,
                output out);
    wire not_a, not_b;
    not_gate NOTA (in_a, not_a);
    not_gate NOTB (in_b, not_b);
    nand_gate NANDA (not_a, not_b, out);
endmodule
module sel_8_way (input [2:0] sel,
                  output [7:0] out);
    wire not_sel_0, not_sel_1, not_sel_2;
    not_gate NOTA (sel[0], not_sel_0);
    not_gate NOTB (sel[1], not_sel_1);
    not_gate NOTC (sel[2], not_sel_2);
    and_3_way ANDA ({ sel[2], sel[1], sel[0] }, out[7]);
    and_3_way ANDB ({ sel[2], sel[1], not_sel_0 }, out[6]);
    and_3_way ANDC ({ sel[2], not_sel_1, sel[0] }, out[5]);
    and_3_way ANDD ({ sel[2], not_sel_1, not_sel_0 }, out[4]);
    and_3_way ANDE ({ not_sel_2, sel[1], sel[0] }, out[3]);
    and_3_way ANDF ({ not_sel_2, sel[1], not_sel_0 }, out[2]);
    and_3_way ANDG ({ not_sel_2, not_sel_1, sel[0] }, out[1]);
    and_3_way ANDH ({ not_sel_2, not_sel_1, not_sel_0 }, out[0]);
endmodule
```
`flow/constraint.sdc`:
```
current_design mux_8_way_16

set clk_period 2.7
set clk_io_pct 0.2

create_clock -name clk0 -period $clk_period

set non_clock_inputs [all_inputs -no_clocks]
set_input_delay [expr $clk_period * $clk_io_pct] -clock clk0 $non_clock_inputs
set_output_delay [expr $clk_period * $clk_io_pct] -clock clk0 [all_outputs]
```
==> results.txt <==
count of nets left with antenna violations after detail routing -> 0
status -> finished, final reports clean
maximum number of pins on one net before global-route repair -> 13
top cells by area, synth -> mux4_1 50%, mux4_2 17%, mux2_2 15%
vias in the first global route -> 1422
number of clock-tree buffers in the layout -> 0
combined area of the multi-input logic cells -> 950 sq um
Worst slew margin -> 89.7%
Congestion Overflow GR -> 0
pwr/cell area -> 154 nW/um^2
maximum net fanout on the critical path -> 1
Mean Syn Cell Area -> 16.4 sq um
IR drop worst, VDD -> 0.0745 mV
number of cells in the yosys synthesis report -> 74
max-slew violation total from the final report -> 0
first-iteration detailed-routing DRC count -> 40
share of total power in combinational logic -> 100.0%
die width -> 88 um
register share of total power -> 0%
Seq Cell Count -> 0
post-route design area -> 2680 sq um
Die ar. -> 7740 sq um
Sw Pwr -> 0.0822 mW
smallest hold slack -> 1.78 ns
routed via count divided by cell count -> 4.85
type of the worst min-delay path -> in -> out
CP endpoint kind -> output port
Critical Path RT -> 2.16 ns
critical path type -> in -> out
share of the yosys chip area belonging to registers -> 0%
Detailed Place HPWL -> 5330 um
Final Critical Period -> 2.67 ns
io pins -> 147
tool warnings -> 33
total antenna diodes in the routed design -> 0
timing-limited maximum frequency -> 375 MHz
setup ws final -> 0.0336 ns
static leakage -> 1.06 nW
endpoints failing hold -> 0
cell type with the highest aggregate area in the netlist -> mux4_1
internal power of the cells -> 0.329 mW
floorplan-stage core utilization -> 27.4%
switching fraction of total power -> 20.0%
area post-placement -> 2610 sq um
Final period util -> 98.8%
kind of start point of the critical path -> input port
number of different library cells in the post-synthesis netlist -> 9
number of buffers inserted by port buffering -> 147
routed length per instance -> 23.6 um
overall routing resource usage -> 14.9%
part of the power in the clock network -> 0%
core box area -> 4410 sq um
residual DRC count -> 0
number of fill cells -> 372
share of post-route cells with drive strength above 1 -> 24.8%
sequential cell area -> 0 sq um
Std-Cell Rows -> 24
chip area line of the yosys report -> 1210 sq um
final RePlAce weighted congestion -> 0.846
summed instance area of the synthesized netlist -> 1210 sq um
setup repair after global routing missed its margin -> no
layout overhead on the synthesized area -> 121%
Least-Margin Pin Slew -> 0.154 ns
arrival time of data at the critical path endpoint -> 2.13 ns
number of optimization iterations in the first detailed-route pass -> 4
Synthesis Warnings -> 0
final WL -> 6180 um
antenna violations before repair -> 0
die height -> 88 um
final setup violation count -> 0
first-pass GRT wire length -> 8710 um
cell count after synthesis -> 74
worst slack, placed -> -0.400 ns
fraction of post-synthesis cell area in the top cell type by area -> 49.9%
number of maximum-capacitance violations -> 0
detailed-route via count -> 1270
-- layout make-up --
type / instances / area share (%)
Tap cell: 52 / 2.43
Multi-Input combinational cell: 48 / 35.5
Timing Repair Buffer: 162 / 62.1
-- routing by layer --
layer  vias up  global-route usage (%)  routed length [um]
met4         0                       0                   0
met3         0                    4.30                 547
met2        67                    28.0                3550
li1        597                       -                   -
met5         -                       0                   0
met1       606                    17.3                2080
-- cell usage in the layout (no fill, tap or decap) --
master           instances
clkdlybuf4s50_1        138
bufbuf_16                1
buf_8                    1
mux4_2                  19
dlymetal6s2s_1           7
mux2_2                  16
mux4_1                  13
buf_16                   1
buf_6                    1
buf_12                   1
buf_2                    1
buf_4                   11
-- critical path, stage by stage --
cell             delay [ns]
clkdlybuf4s50_1        0.41
mux4_2                 0.47
mux2_2                 0.28
clkdlybuf4s50_1        0.43
-- stage by stage --
step	TNS (ns)	power [mW]	utilization, %	std cells
after floorplan	0	0.176	-	74
final	0	0.411	60.7	262
after CTS	0	0.418	61.0	262
after global routing	0	0.439	60.7	262
after detailed placement	-5.73	0.398	59.2	257
after global placement	-5.54	0.394	59.2	257
-- worst paths after layout --
check,start,endpoint,slack [ns],cells past startpoint
worst min-delay path,sel[0],out[9],1.78,5
worst max-delay path,in[33],out[1],0.03,4
-- synth_stat cells --
master	n
mux4_2	9
clkbuf_2	1
buf_12	2
buf_2	2
mux4_1	23
buf_4	16
mux2_2	16
buf_6	4
buf_1	1
-- logic make-up after synthesis --
group | share of synthesized area, %
buffers and inverters | 18.5
multiplexers | 81.5
-- power by group through the flow --
| stage | sequential, mW | combinational (mW) | clock [mW] |
|---|---|---|---|
| finish | 0 | 0.411 | 0 |
| global route | 0 | 0.439 | 0 |
| CTS | 0 | 0.418 | 0 |
-- what timing repair did --
item / 4_1_cts / 5_1_grt
setup buffers: 2 / 0
hold buffers: 0 / 0
cloned: 3 / 0
endpoints found under the setup margin: 16 / 12
resized: 16 / 16
Power figures rest on the tool's default switching activity, not on a simulated workload.
