<file path="flow/run.sh">
#!/bin/bash
# OpenROAD 26Q1-2900-gdf79404cd8, Yosys 0.63+post, stock flow scripts
make -C /OpenROAD-flow-scripts/flow DESIGN_CONFIG=/design/flow/config.mk WORK_HOME=/design/flow/orfs finish
</file>
<file path="flow/config.mk">
export PLATFORM = sky130hd
export DESIGN_NAME = mux_4_way_16
export DESIGN_NICKNAME = mux_4_way_16
export VERILOG_FILES = /design/flow/design.v
export SDC_FILE = /design/flow/constraint.sdc
export NUM_CORES = 4
export LEC_CHECK = 1
export CORE_AREA = 10 10 70 70
export DIE_AREA = 0 0 80 80
</file>
<file path="flow/constraint.sdc">
current_design mux_4_way_16

set clk_period 1.0
set clk_io_pct 0.2

create_clock -name clk0 -period $clk_period

set non_clock_inputs [all_inputs -no_clocks]
set_input_delay [expr $clk_period * $clk_io_pct] -clock clk0 $non_clock_inputs
set_output_delay [expr $clk_period * $clk_io_pct] -clock clk0 [all_outputs]
</file>
<file path="flow/design.v">
module and_gate (input in_a,
                input in_b,
                output out);
    wire nand_tmp;
    nand_gate NANDA (in_a, in_b, nand_tmp);
    nand_gate NANDB (nand_tmp, nand_tmp, out);
endmodule
module mux (input in_a,
            input in_b,
            input sel,
            output out);
    wire anda_out, andb_out, not_out;
    and_gate ANDA (in_a, not_out, anda_out);
    and_gate ANDB (in_b, sel, andb_out);
    not_gate NOTA (sel, not_out);
    or_gate ORA (anda_out, andb_out, out);
endmodule
module mux_16 (input [15:0] in_a,
               input [15:0] in_b,
               input sel,
               output [15:0] out);
generate
genvar i;
for (i = 0; i<16; i++)
    mux MUX_I (in_a[i], in_b[i], sel, out[i]);
    endgenerate
endmodule
module mux_4_way_16 (input [63:0] in,
                     input [1:0] sel,
                     output [15:0] out);
    wire [3:0] sel_4_way_out;
    wire [63:0] muxes_out;
    sel_4_way SEL_A (sel, sel_4_way_out);
    or_funnel_4_way_16 OR_FUNNEL (muxes_out, out);
    generate
    genvar i;
    for (i = 0; i<4; i++)
        mux_16 MUX_I (16'b0, in[16 * i+:16], sel_4_way_out[i], muxes_out[16 * i+:16]);
        endgenerate
endmodule
module nand_gate (input in_a,
                  input in_b,
                  output out);
    wire nand_tmp;
    assign out = in_a ~& in_b;
endmodule
module not_gate (input in,
                output out);
    nand_gate NANDA (in, in, out);
endmodule
module or_16 (input [15:0] in_a,
              input [15:0] in_b,
              output [15:0] out);
generate
genvar i;
for (i = 0; i<16; i++)
    or_gate OR_I (in_a[i], in_b[i], out[i]);
    endgenerate
endmodule
module or_funnel_4_way_16 (input [63:0] in,
                           output [15:0] out);
    wire [15:0] or_b_out, or_c_out;
    or_16 OR_A (or_b_out, or_c_out, out);
    or_16 OR_B (in[63:48], in[47:32], or_b_out);
    or_16 OR_C (in[31:16], in[15:0], or_c_out);
endmodule
module or_gate (input in_a,
                input in_b,
                output out);
    wire not_a, not_b;
    not_gate NOTA (in_a, not_a);
    not_gate NOTB (in_b, not_b);
    nand_gate NANDA (not_a, not_b, out);
endmodule
module sel_4_way (input [1:0] sel,
                  output [3:0] out);
    wire not_sel_0, not_sel_1;
    not_gate NOTA (sel[0], not_sel_0);
    not_gate NOTB (sel[1], not_sel_1);
    and_gate ANDA (sel[1], sel[0], out[3]);
    and_gate ANDB (sel[1], not_sel_0, out[2]);
    and_gate ANDC (not_sel_1, sel[0], out[1]);
    and_gate ANDD (not_sel_1, not_sel_0, out[0]);
endmodule
</file>
==> impl_metrics.env <==
# yosys + openroad results
export IMPL_power_density_nw_per_um2=348.2
export IMPL_layout_drive_gt1_share_pct=41.82
export IMPL_placementRows=21
export IMPL_worstPathRequired_ps=800
export IMPL_fmax_ghz=0.7764
export IMPL_criticalPathCategory="in2out"
export IMPL_grtUsageTotal_pct=8.077
export IMPL_holdCritStartpoint="in[47]"
export IMPL_wire_per_inst_um=16.97
export IMPL_dpl_hpwl_mm=2.316
export IMPL_cp_max_fo=5
export IMPL_die_y_um=80
export IMPL_period_used_pct=128.8
export IMPL_dpl_cell_count=151
export IMPL_dr_pass1_iters=3
export IMPL_grt_pass1_vias=807
export IMPL_power_leakage_nw=0.5842
export IMPL_startpoint_type="input port"
export IMPL_clockBufferCount=0
export IMPL_whs_ps=851.3
export IMPL_slew_violations=0
export IMPL_ys_area_um2=579.3
export IMPL_min_delay_worst_endpoint="out[15]"
export IMPL_grt_max_degree=7
export IMPL_port_buffers=82
export IMPL_synth_seq_share_pct=0
export IMPL_fp_util_pct=16.96
export IMPL_max_cap_viol_count=0
export IMPL_crit_arrival_ps=1090
export IMPL_mostFrequentLayoutCell="dlygate4sd2_1"
export IMPL_setup_viol=16
export IMPL_drt_initial_drc_count=7
export IMPL_ff_count=0
export IMPL_stdcell_area_um2=1241
export IMPL_core_area_um2=3416
export IMPL_syn_to_final_growth_pct=114.3
export IMPL_violations="negative setup slack"
export IMPL_critPathSlowestCell="mux4_2"
export IMPL_tns_ps=-3784
export IMPL_grt_pass1_wl_mm=4.133
export IMPL_slew_headroom_pct=94.54
export IMPL_overflow=0
export IMPL_most_common_layout_cells="dlygate4sd2_1 (54), mux4_2 (16), buf_2 (16)"
export IMPL_grt_setup_unrepaired="true"
export IMPL_min_path_cells=3
export IMPL_antenna_found_initial=0
export IMPL_ctsHoldBuffers=0
export IMPL_crit_chain="buf_8 > buf_12 > buf_6 > mux4_2 > buf_2"
export IMPL_syn_avg_cell_area_um2=16.09
export IMPL_min_path_type="in2out"
export IMPL_ir_drop_v=0.0001344
export IMPL_hold_viol=0
export IMPL_seq_area_um2=0
export IMPL_cp_slowest_stage_delay_ps=480
export IMPL_end_kind="primary output"
export IMPL_synthCells=36
export IMPL_top_area_cell="mux4_1"
export IMPL_ios=82
export IMPL_placed_area_um2=1349
export IMPL_syn_cell_area_um2=579.3
export IMPL_vias=616
export IMPL_setup_slack_ps=-288.0
export IMPL_yosysUniqueCellTypes=5
export IMPL_nFillCells=381
export IMPL_yosys_warnings=0
export IMPL_detail_route_vias_per_cell=3.949
export IMPL_ys_cells=36
export IMPL_topCellsByArea="mux4_1 (54%), buf_4 (21%), mux4_2 (16%)"
export IMPL_drc_errors=0
export IMPL_ant_nets=0
export IMPL_timing_worst_slew_pin_value_ps=81.89
export IMPL_instances_no_fill=156
export IMPL_warnings=35
export IMPL_wirelength_mm=2.647
export IMPL_gp_congestion=0.7501
export IMPL_finalCriticalPeriod_ps=1288
export IMPL_top_cell_area_share_pct=54.43
export IMPL_die_x_um=80
export IMPL_chipArea_um2=6400
export IMPL_n_antenna_cell=0
export IMPL_power_w=0.0004322
export IMPL_status="finished with violations"
-- Yosys cell counts --
cell	n
buf_4	16
mux4_1	12
mux4_2	4
buf_6	3
buf_12	1
-- kinds of logic (layout without fill, tap and decap cells) --
family | count (synthesis) | in the layout | synth area share, %
mux | 16 | 16 | 69.98
buf+inv | 20 | 94 | 30.02
-- routing by layer --
metal | up-vias | share of wire, % | track usage [%] | routed length [um]
met5 | - | 0 | 0 | 0
met4 | 0 | 0 | 0 | 0
met3 | 0 | 7.7 | 2.614 | 203
met2 | 43 | 50 | 13.96 | 1324
met1 | 289 | 42 | 10.21 | 1119
li1 | 284 | - | - | -
-- layout make-up --
cell class	count	area, um^2	share of cell area (%)
timing repair buffer	94	823.3	66.33
multi-input combinational	16	360.3	29.03
tap	46	57.56	4.637
-- repair_timing --
| item | 4_1_cts | 5_1_grt |
|---|---|---|
| pin swaps | 0 | 0 |
| endpoints found under the setup margin | 16 | 16 |
| resized | 155 | 2 |
| buffers inserted | 6 | 0 |
-- critical path, delay by kind of cell --
family	cells	cell delay [ps]
buf+inv	4	400
mux	1	480
-- per-stage QoR --
stage | util, % | setup slack [ps]
2_1_floorplan | - | -236.1
3_3_place_gp | 39.49 | -1070
3_5_place_dp | 39.49 | -1077
4_1_cts | 36.19 | -298.1
5_1_grt | 36.34 | -330.1
6_report | 36.34 | -288.0
-- where the power goes --
part | switching, W | total, W | internal, W
clock network | 0 | 0 | 0
registers | 0 | 0 | 0
logic | 0.000102 | 0.000432 | 0.000331
-- how the worst max path moves through the flow --
stage / cells past startpoint / from / slack (ps) / end
CTS: 5 / sel[0] / -300 / out[11]
global route: 5 / sel[0] / -330 / out[2]
finish: 5 / sel[0] / -290 / out[10]
Power is estimated from default activity; no workload was simulated.
